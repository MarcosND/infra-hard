==> design/flow/design.v <==
module multiplicador(
    input wire clock,
    input wire reset,
    input wire mult_start,
    input wire [31:0] outA,
    input wire [31:0] outB,
    output reg [31:0] hi,
    output reg [31:0] lo,
    output reg ciclos_end
);
  reg signed [31:0] comparador;
  reg signed [64:0] soma;
  reg signed [64:0] subtracao;
  integer cont = -2;
  reg signed [64:0] produto;
  always @(posedge clock) begin
      if(reset == 1'b1) begin
        subtracao = 65'd0;
        hi = 32'd0;
        lo = 32'd0;
        cont = -2;
        soma = 65'd0;
        ciclos_end = 1'b0;
        comparador = 32'd0;
        produto = 65'd0;
      end else begin
        if (mult_start == 1'b1) begin
         ciclos_end = 1'b0;
         soma = {outB, 33'd0};
         comparador = ~outB + 1'd1;
         cont = 32;
         subtracao = {comparador, 33'd0};
         produto = {32'd0, outA, 1'd0};
        end else begin
          case(produto[1:0])
              2'b01: begin
                produto = produto + soma;
              end
              2'b10: begin
                produto = produto + subtracao;
              end
          endcase
          produto = produto >>> 1;
          if (cont > 0) begin
            cont = cont -1;
          end
          if(cont == 0) begin
            hi = produto[64:33];
            lo = produto[32:1];
            ciclos_end = 1'b1;
            produto = 65'd0;
            comparador = 32'd0;
            subtracao = 65'd0;
            soma = 65'd0;
            cont = -1;
          end
        end
      end
  end
endmodule
==> design/flow/run.sh <==
#!/bin/bash
# OpenROAD 26Q1-2900-gdf79404cd8, Yosys 0.63+post, stock flow scripts
make -C /OpenROAD-flow-scripts/flow DESIGN_CONFIG=/design/flow/config.mk WORK_HOME=/design/flow/orfs finish
==> design/flow/config.mk <==
export PLATFORM = sky130hd
export DESIGN_NAME = multiplicador
export DESIGN_NICKNAME = multiplicador
export VERILOG_FILES = /design/flow/design.v
export SDC_FILE = /design/flow/constraint.sdc
export NUM_CORES = 4
export LEC_CHECK = 1
export CORE_UTILIZATION = 50
==> design/flow/constraint.sdc <==
current_design multiplicador

set clk_period 9.5
set clk_io_pct 0.2

create_clock -name clk0 -period $clk_period [get_ports {clock}]

set non_clock_inputs [all_inputs -no_clocks]
set_input_delay [expr $clk_period * $clk_io_pct] -clock clk0 $non_clock_inputs
set_output_delay [expr $clk_period * $clk_io_pct] -clock clk0 [all_outputs]
==> notes.md <==
run metrics: Top area cell types=dfxtp_1 (42%), a22o_1 (7.3%), nand2_1 (5.7%), setup skew after layout=about 9.5 ps, worst hold path class=flop to flop, Gate Count Post-Synth=1195, ys async rst share=0, post-detailed-route wirelength per cell=between 15 and 20 um, final core utilization=0.622, Syn. warnings=1, final tally of setup violations=0, detailed placement HPWL=approximately 18 mm, final worst path period need=~4700 ps, cell count listed in synth_stat.txt=1195, met3 wire len=1.91 mm, die width=148 um, Die Span Y=roughly 150 um, initial antenna violation count=1, Final GP Congestion=around 0.93, final worst path period share=0.494, hold depth=2, met2 routed wirelength=10.6 mm, Reg-to-Reg End=soma[35], FF-to-FF path depth=11, Vias/cell=5.61, Registers, synthesis=223, core area=0.0210 sq mm, Initial Utilization=0.510, Final Hold Viols=0, Synth Seq Share=0.418, IR drop worst, VDD=0.132 mV, layout cells sized above 1=0.0838, GRT overflow=0, Worst Hold End=hi[4], synthesized area per cell=between 8 and 9 sq um, first-pass GRT wire length=43.7 mm, TNS Setup=0 ps, drt first pass iters=5, vias in the first global route=8282, setup bufs post-CTS=0, fin. max-slew vios=0, Leakage Power=4.93 nW, Tot GR Track Use=0.257, CP Class=primary input to flop, Max-Cap Viols=0, CTS Buf Count=25, Cell Area, Synth=0.0107 sq mm, Metal-1 WL=13.5 mm, chip area=0.0220 sq mm, CTS max path bufs=3, H-Tree Depth=1, post-synth top area cell=dfxtp_1, port bufs=131, worst reg2reg path startpoint=cont[18], Vias=8910, hold-fix buffers at CTS=0, outcome=finished, final reports clean, tool warnings=27, TritonCTS Sinks=223, Post-DRT Antenna Nets=0, count leader, synth=dfxtp_1, startpoint types=primary input, worst path required time=approximately 9900 ps, # resized after CTS=0, fillcell total=1820, min-delay src=hi[4], post-route cell area=~0.013 sq mm, Chip Area, Yosys=approximately 0.011 sq mm, crit-path max FO=4, Cell Type Count=61, Post-Place Cell Area=0.0121 sq mm, largest net degree at the start of global routing=between 70 and 80, r2r setup slk=4900 ps, count of library flops with an enable pin=0, Synth Flop Type=dfxtp_1, DR DRC count=0, Critical Path End Type=flop, Reg clk slew, reported paths=around 60 ps, Worst EP arrival=approximately 5100 ps, clk root buf=clkbuf_16, max layer used=met4, Max Fclk=213 MHz, Iter 0 DRT Violations=499, Top-area cell share=0.418, worst-margin pin slew=777 ps, PwrDens=173 mW/mm^2, wirelength, routed=between 20 and 30 mm, Late-Pin Clk Latency=520 ps, I/O Pins=132, top cells by count=dfxtp_1 (223), nand2_1 (161), a21oi_1 (93), a22o_1 (89), nor2_1 (73), synth-to-layout area growth=22.0%, row count=about 53, CTS tree=built, slew margin rel.=0.482, RSZ-0062 raised after global routing=false
==> critical path, stage by stage <==
cell and delay (ps):
clkdlybuf4s50_1 450, inv_1 70, ha_1 150, nand2b_1 80, or3_1 390, nand2b_1 230, nor3_1 560, nand3_1 290
or3_1 440, nor4_1 240, xnor2_1 100, a22o_1 190
==> per-layer routing <==
layer | track usage | vias to the layer above
li1 | - | 4559
met5 | 0 | -
met4 | 0.0515 | 0
met3 | 0.0495 | 36
met1 | 0.430 | 4089
met2 | 0.354 | 226
==> kinds of logic after synthesis <==
group,share of synthesized area
buffers and inverters,0.0362
AOI/OAI and AO/OA,0.224
muxes,0.0425
xor gates and xnor gates,0.0533
DFF,0.418
and+or+nand+nor,0.183
adders and majority gates,0.0429
==> layout make-up <==
| cell class | count | area, sq um | area share |
|---|---|---|---|
| tap | 275 | 344 | 0.0264 |
| antenna | 1 | 2.50 | 0.000192 |
| inverter | 16 | 60.1 | 0.00461 |
| sequential | 223 | 4460 | 0.343 |
| clock inverter | 12 | 216 | 0.0166 |
| multi-input combinational | 885 | 5850 | 0.449 |
| timing repair buffer | 143 | 1400 | 0.107 |
| clock buffer | 33 | 696 | 0.0534 |
==> sequential cells by signal (all words and copies together) (netlist names) <==
name        cells
cont           32
produto        64
lo             32
subtracao      32
hi             31
ciclos_end      1
soma           31
==> cell usage in the layout, fill, tap and decap left out, types with 5 or more instances in the layout <==
| cell | instances |
|---|---|
| a211o_1 | 7 |
| a211oi_1 | 12 |
| a21o_1 | 10 |
| a21oi_1 | 93 |
| a22o_1 | 89 |
| a32o_1 | 6 |
| and2_1 | 17 |
| and3_1 | 5 |
| buf_4 | 12 |
| bufinv_16 | 6 |
| clkbuf_16 | 25 |
| clkdlybuf4s50_1 | 130 |
| dfxtp_1 | 223 |
| ha_1 | 34 |
| inv_1 | 16 |
| mux2_2 | 34 |
| mux2i_1 | 6 |
| nand2_1 | 160 |
| nand2b_1 | 14 |
| nand3_1 | 14 |
| nand4_1 | 10 |
| nor2_1 | 72 |
| nor2b_1 | 6 |
| nor3_1 | 30 |
| nor4_1 | 21 |
| o211ai_1 | 12 |
| o21a_1 | 7 |
| o21ai_0 | 54 |
| o21ai_1 | 11 |
| o21bai_1 | 6 |
| o2bb2ai_1 | 6 |
| o41ai_1 | 8 |
| or2_2 | 7 |
| or3_1 | 17 |
| or4_1 | 8 |
| xnor2_1 | 46 |
| xor2_1 | 19 |
==> per-stage QoR <==
stage,std cells,worst slack (ps),hold WS (ps),power [mW]
global placement,1542,4330,438,1.21
floorplan,1195,5240,410,1.14
finish,1588,4810,448,2.26
detailed placement,1542,4310,443,1.21
global route,1588,4550,466,2.34
CTS,1587,4830,451,2.28
==> worst max path at each step <==
stage	from	slack, ps	depth (start not counted)	endpoint
global route	outB[0]	4550	12	subtracao[63]
finish	outB[0]	4810	12	subtracao[63]
CTS	outB[0]	4830	12	subtracao[63]
==> power by group <==
part           internal (mW)  switching (mW)  total (mW)
sequential             0.971          0.0260       0.997
combinational         0.0923           0.106       0.198
clock                  0.676           0.383        1.06
total                   1.74           0.515        2.26
Power figures rest on the tool's default switching activity, not on a simulated workload.
