$ cat design/flow/config.mk
export PLATFORM = sky130hd
export DESIGN_NAME = divisor
export DESIGN_NICKNAME = divisor
export VERILOG_FILES = /design/flow/design.v
export SDC_FILE = /design/flow/constraint.sdc
export NUM_CORES = 4
export LEC_CHECK = 1
export CORE_UTILIZATION = 50
$ cat design/flow/constraint.sdc
current_design divisor

set clk_period 28.3
set clk_io_pct 0.2

create_clock -name clk0 -period $clk_period [get_ports {clock}]

set non_clock_inputs [all_inputs -no_clocks]
set_input_delay [expr $clk_period * $clk_io_pct] -clock clk0 $non_clock_inputs
set_output_delay [expr $clk_period * $clk_io_pct] -clock clk0 [all_outputs]
$ cat design/flow/design.v
module divisor (
    	input wire clock,
		input wire reset,
		input wire DIV_START,
    	input wire [31:0] A,
		input wire [31:0] B,
    	output reg DIV_END,
		output reg [31:0] HI,
		output reg [31:0] LO,
		output reg DIV_0
	);
  	integer contador = -2;
	reg [31:0] quociente;
	reg [31:0] resto;
	reg [31:0] divisor; 
	assign DIV_0 = !B;
	wire [32:0] subtraido = {resto[30:0], quociente[31]} - divisor; 
	always @(posedge clock) begin
    if (reset == 1'd1) 
    begin
			resto = 32'b0;
		  contador = -2;
			DIV_END = 1'd0;
			divisor = 32'b0;
			HI = 32'd0;
			LO = 32'd0;
			quociente = 65'b0;
		end 
    else begin
			if (DIV_START == 1'b1) 
      begin
				divisor = B;
				quociente = A;
				resto = 32'b0;
				contador = 32;
				DIV_END = 1'd0;
				HI = 32'd0;
				LO = 32'd0;
			end 
      else begin
				if (subtraido[32] == 0) begin
					resto = subtraido[31:0];
					quociente = {quociente[30:0], 1'b1};
				end 
        else 
        begin
					resto = {resto[30:0], quociente[31]};
					quociente = {quociente[30:0], 1'b0};
				end
				if (contador > 0) 
        begin
				  contador = contador -1;
				end
				if (contador == 0) 
        begin
					HI = resto;
					contador = -1;
					LO = quociente;
					DIV_END = 1'b1;
				end
			end
		end
	end
endmodule
$ cat design/flow/run.sh
#!/bin/bash
# OpenROAD 26Q1-2900-gdf79404cd8, Yosys 0.63+post, stock flow scripts
make -C /OpenROAD-flow-scripts/flow DESIGN_CONFIG=/design/flow/config.mk WORK_HOME=/design/flow/orfs finish
==> impl_metrics.env <==
# flow metrics
export IMPL_clock_tree_root_cell="sky130_fd_sc_hd__clkbuf_16"
export IMPL_proportion_of_register_bits_with_asynchronous_set_or_reset_after_synthesis=0
export IMPL_grtUsageMet1=0.346
export IMPL_timing_worst_setup_path_type="primary input to output pin"
export IMPL_setup_tns_ns=0
export IMPL_postcts_setup_bufs=0
export IMPL_p_seq_frac=0.287
export IMPL_switching_power_as_a_share_of_total_power=0.420
export IMPL_synth_cell_types=60
export IMPL_synth_top_area_share=0.402
export IMPL_global_route_usage_met3=0.0477
export IMPL_hp_class="register to register"
export IMPL_ys_chip_area_um2=9550
export IMPL_logic_area_um2=5260
export IMPL_ys_dominant_reg_cell="sky130_fd_sc_hd__dfxtp_1"
export IMPL_numPortBuffers=132
export IMPL_globalRoute_busiestLayer="met2"
export IMPL_grt_setup_unrepaired="no"
export IMPL_first_global_vias=7106
export IMPL_critical_path_peak_fanout=2
export IMPL_seq_area_frac_synth=0.402
export IMPL_grt_antenna_before_repair=0
export IMPL_final_count_of_pins_violating_max_slew=0
export IMPL_boundaryPins=133
export IMPL_area_sequential_um2=3840
export IMPL_global_route_track_usage_on_met2=0.365
export IMPL_fmax_mhz=75.9
export IMPL_static_leakage_power_nw=4.44
export IMPL_cts_htree_levels=4
export IMPL_cts_inserted_buffers=17
export IMPL_hold_viol_final=0
export IMPL_design_die_area_um2=19700
export IMPL_timing_critical_path_to_type="output pin"
export IMPL_synthToLayoutAreaGrowth_pct=20.5
export IMPL_die_w_um=140
export IMPL_clock_sinks=192
export IMPL_gr_total_overflow=0
export IMPL_clk_path_buf_depth=2
export IMPL_power_ir_vdd_worst_uv=89.4
export IMPL_synth_largest_area_cell="sky130_fd_sc_hd__dfxtp_1"
export IMPL_core_rowCount=50
export IMPL_setup_violators_final=0
export IMPL_routedWlPerCell_um=15.3
export IMPL_pwr_share_clk=0.220
export IMPL_synthMostInstantiatedCell="sky130_fd_sc_hd__nor2_1"
export IMPL_routed_via_density=5.33
export IMPL_crit_start="B[31]"
export IMPL_drt_initial_violations=424
export IMPL_mappedNetlistArea_um2=9550
export IMPL_groute_usage_overall=0.232
export IMPL_slew_headroom=0.488
export IMPL_power_mw=1.10
export IMPL_internal_power_mw=0.638
export IMPL_drc_errors=0
export IMPL_ys_warnings_count=2
export IMPL_top_cells_by_count="sky130_fd_sc_hd__nor2_1, sky130_fd_sc_hd__dfxtp_1, sky130_fd_sc_hd__mux2i_1"
export IMPL_detail_route_first_pass_iterations=4
export IMPL_worstSetupStartpointType="primary input"
export IMPL_outcome="completed"
export IMPL_period_used=0.465
export IMPL_final_antenna_net_count=0
export IMPL_postSynthCellCount=1071
export IMPL_worstSkewPairLatency_ns=0.43
export IMPL_first_pass_grt_wire_length_um=35600
export IMPL_worst_clock_skew_ns=0.0120
export IMPL_cap_viol_max_count=0
export IMPL_power_density_nw_per_um2=95.4
export IMPL_ys_seq_elements=192
export IMPL_routed_wire_length_um=21700
export IMPL_crit_reg2reg_launch="contador[0]$_SDFF_PP0_"
export IMPL_worst_ep_required_time_ns=22.64
export IMPL_post_route_cells_drive_above_1_share=0.0711
export IMPL_placed_wire_length_estimate_after_detailed_placement_um=14900
export IMPL_log_warning_count=27
export IMPL_gp_congestion=0.941
export IMPL_tritoncts="yes"
export IMPL_syn_area_per_cell_um2=8.92
export IMPL_max_slew_worst_pin_slew_ns=0.768
export IMPL_combPwrFrac=0.493
export IMPL_grt_start_max_net_pins=71
export IMPL_insertedDiodeCount=0
export IMPL_initCoreUtil=0.511
export IMPL_enable_flop_cells=0
export IMPL_nFillCells=1644
export IMPL_clock_period_minus_worst_slack_ns=13.17
export IMPL_worst_ep_arrival_time_ns=7.51
export IMPL_post_cts_resized=0
export IMPL_area_leaders="sky130_fd_sc_hd__dfxtp_1, sky130_fd_sc_hd__mux2i_1, sky130_fd_sc_hd__nor2_1"
export IMPL_hold_buffers=0
export IMPL_detailroute_via_count=7536
export IMPL_core_um2=18700
export IMPL_synth_cells_yosys=1071
export IMPL_worst_hold_startpoint="HI[20]$_SDFFE_PP0N_"
export IMPL_clkTransAtPathRegs_ns=0.07
export IMPL_dieHeight_um=140
export IMPL_switching_power_mw=0.461
==> worst max-delay path: stages <==
cell                              delay (ns)
sky130_fd_sc_hd__clkdlybuf4s50_1        0.42
sky130_fd_sc_hd__nor4_1                 0.67
sky130_fd_sc_hd__nand4_1                0.17
sky130_fd_sc_hd__nor2_1                 0.12
sky130_fd_sc_hd__clkdlybuf4s50_1        0.46
==> registers in the layout (all words and copies together) (netlist names) <==
register / flops
HI: 32
LO: 32
contador: 32
divisor: 32
quociente: 32
resto: 31
DIV_END: 1
==> cell type report <==
type                            instances  area share
Multi-Input combinational cell        777       0.457
Tap cell                              234      0.0254
Sequential cell                       192       0.334
Clock inverter                         15      0.0156
Clock buffer                           17      0.0369
Timing Repair Buffer                  138       0.118
Inverter                               42      0.0137
==> stage by stage <==
step / std cells / hold slack [ns] / utilization / cell area, um^2 / worst slack (ns)
after floorplan: 1071 / 0.416 / - / 9550 / 16.56
after global placement: 1383 / 0.457 / 0.583 / 10900 / 15.10
after detailed placement: 1383 / 0.465 / 0.583 / 10900 / 15.09
after CTS: 1415 / 0.477 / 0.616 / 11500 / 15.10
after global routing: 1415 / 0.508 / 0.616 / 11500 / 15.05
final: 1415 / 0.471 / 0.616 / 11500 / 15.13
==> path summary, 6_finish.rpt <==
path | to | slack, ns | cells after the start
worst max-delay path | DIV_0 | 15.13 | 5
worst min-delay path | HI[20]$_SDFFE_PP0N_ | 0.47 | 2
worst max register to register | LO[8]$_SDFFE_PP0N_ | 23.24 | 13
worst min register to register | HI[20]$_SDFFE_PP0N_ | 0.47 | 2
==> layout by cell type, fill, tap and decap left out, drive strengths merged, types with 3 or more instances in the layout <==
master / count
a2111oi: 3
a211oi: 33
a21o: 13
a21oi: 39
a31oi: 9
and2: 10
and3: 6
buf: 8
clkbuf: 17
clkdlybuf4s50: 130
clkinv: 6
dfxtp: 192
ha: 34
inv: 50
mux2: 3
mux2i: 113
nand2: 40
nand2b: 17
nand3: 8
nand4: 10
nor2: 211
nor2b: 7
nor3: 20
nor4: 20
o211ai: 7
o21ai: 44
o21bai: 32
o31ai: 6
or2: 4
or3: 9
or4: 6
xnor2: 20
xor2: 29
==> cell families (layout without fill, tap and decap cells) <==
kind of cell    count (synthesis)  after routing  share of synthesized area
mux                           116            116                      0.122
compound gates                203            203                      0.154
fa+ha+maj                      35             35                     0.0466
simple gates                  374            374                      0.182
buf+inv                       102            212                     0.0491
flops                         192            192                      0.402
xor+xnor                       49             49                     0.0449
==> power by group through the flow <==
stage | Clock [mW] | Combinational, mW | Sequential (mW)
4_1_cts | 0.248 | 0.547 | 0.316
5_1_grt | 0.258 | 0.612 | 0.319
6_report | 0.242 | 0.542 | 0.315
==> per-layer routing <==
metal / vias to the layer above / wire length (um)
li1: 3922 / -
met1: 3451 / 10600
met2: 145 / 9690
met3: 18 / 1120
met4: 0 / 339
met5: - / 0
Power and IR drop assume default switching activity.
